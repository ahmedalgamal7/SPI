### config.mk
export PLATFORM = sky130hd
export DESIGN_NAME = wrapper
export DESIGN_NICKNAME = wrapper
export VERILOG_FILES = /design/flow/design.v
export SDC_FILE = /design/flow/constraint.sdc
export NUM_CORES = 4
export LEC_CHECK = 1
export CORE_UTILIZATION = 50
### constraint.sdc
current_design wrapper

set clk_period 39.1
set clk_io_pct 0.2

create_clock -name clk0 -period $clk_period [get_ports {clk}]

set non_clock_inputs [all_inputs -no_clocks]
set_input_delay [expr $clk_period * $clk_io_pct] -clock clk0 $non_clock_inputs
set_output_delay [expr $clk_period * $clk_io_pct] -clock clk0 [all_outputs]
### design.v
module SPI_slave (MOSI,MISO,SS_n,clk,rst_n,rx_data,rx_valid,tx_data,tx_valid);
parameter IDLE=3'b000;
parameter CHK_CMD=3'b001;
parameter WRITE=3'b011;
parameter READ_DATA=3'b111;
parameter READ_ADD=3'b110;
input MOSI,SS_n,clk,rst_n,tx_valid;
input [7:0] tx_data;
output reg MISO,rx_valid;
output reg [9:0] rx_data;
(*fsm_encoding="sequential"*)
reg [2:0] cs,ns;
reg temp;  
integer count_1,count_2;                  
reg [10:0] rx_data_temp;
always @(*) begin
    case (cs)
        IDLE: begin
            if(SS_n==1) ns=IDLE;
            else ns=CHK_CMD;
        end
        CHK_CMD: begin
            if(SS_n==1) ns=IDLE;
            else begin
          if( MOSI==0 ) ns=WRITE;
            else if( (MOSI==1)&&(temp==1)) ns=READ_DATA;
            else if((MOSI==1)&&(temp==0)) ns=READ_ADD; 
            end 
        end
        WRITE: begin
            if(SS_n) ns=IDLE;
            else ns=WRITE;
        end 
        READ_DATA: begin
            if(SS_n) ns=IDLE;
            else ns=READ_DATA;
        end
        READ_ADD: begin
            if(SS_n) ns=IDLE;
            else ns=READ_ADD;
        end
        default: ns=IDLE;
    endcase
end
always @(posedge clk) begin
    if(!rst_n) cs<=IDLE;
    else cs<=ns;
end
always @(posedge clk) begin
    if(!rst_n) begin
        rx_data<=0; rx_valid<=0; MISO<=0; rx_data_temp<=0; count_1<=0; count_2<=7; temp<=0;
    end
    else begin
        if(!SS_n) begin
        case (cs)
            IDLE: begin rx_data<=0; rx_valid<=0; MISO<=0; count_1<=0; rx_data_temp<=0; count_2<=7; end
            WRITE: begin
               if( (count_1==11) && ( (rx_data_temp[10:8]==3'b000) || (rx_data_temp[10:8]==3'b001) ) ) begin
                rx_data<=rx_data_temp[9:0]; rx_valid<=1; count_1<=0;
               end
               else begin
               rx_data_temp<={rx_data_temp,MOSI};
               count_1<=count_1+1'd1;
               end                
            end
            READ_ADD: begin
                if((count_1==11)&&(rx_data_temp[10:8]==3'b110)) begin
                rx_data<=rx_data_temp[9:0]; rx_valid<=1; count_1<=0; temp<=1;
               end
               else begin
               rx_data_temp<={rx_data_temp,MOSI};
               count_1<=count_1+1'd1;
               end                 
            end
            READ_DATA: begin
               if( (count_1==11)&&(rx_data_temp[10:8]==3'b111) ) begin
                rx_data<=rx_data_temp[9:0]; count_1<=0; 
               end
               else begin
               rx_data_temp<={rx_data_temp,MOSI};
               count_1<=count_1+1'd1;
               end
                if(tx_valid==1'b1) begin
                if(count_2==-1) begin temp<=0; count_2<=7; end
                else begin
                MISO<=tx_data[count_2];
                count_2<=count_2-1'd1;    
                end                      
                end
            end
            default: begin
                 rx_data<=0; rx_valid<=0; MISO<=0; count_1<=0; rx_data_temp<=0; count_2<=7;
            end 
        endcase
    end
    else begin
        rx_data<=0; rx_valid<=0; MISO<=0; count_1<=0; rx_data_temp<=0; count_2<=7;
    end
    end
end
endmodule
module ram (din,rx_valid,clk,rst_n,dout,tx_valid);
parameter MEM_DEPTH=256;
parameter ADDR_SIZE=8;
input [9:0] din;
input rx_valid,clk,rst_n;
output reg [ADDR_SIZE-1:0] dout;
output reg tx_valid;
reg [ADDR_SIZE-1:0] temp_address;                                   
reg [ADDR_SIZE-1:0] mem [MEM_DEPTH-1:0];                            
always @(posedge clk) begin
    if(!rst_n) begin
         dout<=0; tx_valid<=0;
    end
    else begin
     if (rx_valid) begin
if (din [9:8]==0)
temp_address<=din[7:0] ;
if (din [9:8]==1)
mem[temp_address]<=din[7:0] ;
if (din [9:8]==2)
temp_address<=din[7:0] ;
end
else begin
if (din [9:8]==3) begin
dout<=mem[temp_address];
tx_valid<=1;
end
end
end
    end
endmodule
module wrapper (MOSI,MISO,SS_n,clk,rst_n);
input MOSI,SS_n,clk,rst_n;
output MISO;
wire [9:0] rx_data;
wire rx_valid,tx_valid;
wire [7:0] tx_data;
SPI_slave slave (MOSI,MISO,SS_n,clk,rst_n,rx_data,rx_valid,tx_data,tx_valid);
ram memory (rx_data,rx_valid,clk,rst_n,tx_data,tx_valid);    
endmodule
### run.sh
#!/bin/bash
# OpenROAD 26Q1-2900-gdf79404cd8, Yosys 0.63+post, stock flow scripts
make -C /OpenROAD-flow-scripts/flow DESIGN_CONFIG=/design/flow/config.mk WORK_HOME=/design/flow/orfs finish
==> flow_results.org <==
* Implementation run

** Status
- The flow ran to the end, and the final reports show no timing, DRC or antenna violations.

** CTS
- Counting the buffers created by CTS gives 211.
- Clock input transition at the sequential cells of the worst setup and hold paths :: 0.06 ns
- Insertion delay at the late pin of the worst-skew pair :: 0.87 ns
- H-tree Lvls :: 4
- Post-CTS setup buffers :: 0
- TritonCTS built the clock tree.
- In this run, post-CTS repair resized a total of 0 instances.
- The report puts the hold buffer count at CTS at 0.
- No sink is reached through more buffers than the 3 on the longest clock path.
- Cell at the root of the clock tree :: clkbuf_16

** Cells and area
- Most frequent cells in the layout :: edfxtp_1 (2,056), mux4_2 (463), nor2_1 (392)
- Proportion of layout cells with a drive suffix above 1 :: 0.2238
- Area Overhead vs Synth :: 11.79%
- Non-Filler Instances :: 6,831
- Most instantiated logic cell after routing :: edfxtp_1

** Synthesis
- According to the Yosys statistics, the synthesized design has a chip area of 84,240 µm².
- Per the post-synthesis report, the number of cells in the design is 4,307.
- Flip-flop and latch count after synthesis :: 2,159
- Distinct lib cells used :: 76
- Post-synthesis cell count from yosys :: 4,307
- Of all flip-flops after synthesis, the portion carrying an async set or reset was 0.
- Yosys mapped a number of flops with a built-in enable equal to 2,056.
- In the synthesized netlist the dominant register cell turns out to be edfxtp_1.
- Syn_area_per_cell :: 19.56 µm²
- Yosys printed 4 warnings.
- The mapped netlist covers 84,240 µm².

** Detailed routing
- Routed wire length :: 229.6 mm
- Per the detail_route report, routed wire per instance is 33.61 µm.
- Post-route antenna net violation count :: 0
- Initial DRC Count :: 3,351
- Per the detail_route report, vias per standard cell equal 6.258.
- The highest metal layer carrying signal wires in the routed design is met5.
- DRT met1 WL :: 73.76 mm
- Across all layers, the routed design uses 42,747 vias.
- The first detailed-routing pass ran for 6 iterations.
- Summed over all nets, wire length on met2 after detailed routing comes to 103.9 mm.
- The detailed router reports a met3 wire length of 42.98 mm.
- Detailed-route DRC error count :: 0

** Worst setup path
- Startpoint of the worst register-to-register path :: memory.temp_address[1]
- Ordered list of cells on the worst path :: clkdlybuf4s50_1, nand4_1, nor3_1, nand2_2, buf_4, nor2_1
- Signal arrival time at the worst endpoint :: 11.19 ns
- Critical setup path kind :: in -> reg
- Largest stage delay, worst path :: 0.97 ns
- Critical path startpoint category :: input pin
- Worst endpoint required time :: 39.58 ns
- Largest fanout on the critical path :: 17
- The slowest stage of the critical path is the clkdlybuf4s50_1 cell.
- Counting cells, the worst reg-to-reg path comes to 10.
- The setup check on the worst reg-to-reg path leaves a slack of 33.71 ns.
- R2r endpoint :: memory.dout[4]
- STA classifies the critical path endpoint as a flop.

** Floorplan
- Core area :: 167,200 µm²
- Die extent in x :: 412.5 µm
- The floorplan step set the die height to 412.5 µm.
- According to the I/O placement log, the pin count is 5.
- Floorplan Utilization :: 0.5038
- According to the floorplan log, the row count is 150.
- Chip area :: 170,100 µm²

** Timing
- Post-layout minimum cycle time :: 10.71 ns
- After routing, the total negative slack on setup checks comes to 0 ns.
- The worst-case max-slew headroom was logged as 0.3029.
- Count of endpoints without a timing constraint :: 3
- Max-slew check failures listed in the final report amount to 0.
- Based on the critical path, the design can be clocked at up to 93.34 MHz.
- For this run, the final setup violation count is recorded as 0.
- Fin Hold WS :: 0.4661 ns
- Endpoints failing hold :: 0
- The clock arrives with 0.04234 ns of skew.
- Setup repair after global routing missed its margin :: false
- Part of the cycle the worst path needs :: 0.2740
- Measured slew at the worst slew-check pin :: 1.039 ns
- Register pins left without a clock :: 3

** Placed design
- PortBufs :: 4
- HPWL Detailed :: 144.4 mm
- Number of instances in the placed design :: 6,433
- Weighted congestion at the end of routability-driven global placement :: 0.9681

** Global routing
- Via count of the first global-routing pass :: 46,879
- Total track usage :: 0.3102
- The number of antenna violations at the first check in global routing came to 7.
- Final global-route overflow total :: 0
- Entering global routing, the biggest net connects 79 pins.
- The first global-routing pass estimated 329.5 mm of wire.

** Power
- Maximum ir drop on the vdd rail :: 0.04206 mV
- The share of total power dissipated in sequential elements is 0.549.
- Fraction of power spent switching nets :: 0.1927
- Switching power summed over all nets :: 872.9 µW
- Combinational cell fraction of total power :: 0.001
- Leakage power total :: 27.76 nW
- Share of power burned in the clock network :: 0.450
- Internal power :: 3.657 mW
- Dividing total power by cell area gives a power density of 48.10 nW/µm².

** Hold path
- Type of the tightest min-delay check :: reg -> reg
- Looking at hold timing, the worst path starts from slave.rx_data_temp[5].
- Terminating pin of the worst hold path :: slave.rx_data_temp[5]
- Hold path cells :: 2

** Flow run
- Max_cap viols :: 0
- In this run the tools logged warnings totalling 27.
[Yosys cell counts (4+ instances only)]
| master | n | area share |
|---|---|---|
| edfxtp_1 | 2056 | 0.73 |
| mux4_2 | 463 | 0.12 |
| nor2_1 | 393 | 0.018 |
| mux2i_1 | 164 | 0.019 |
| nand2_1 | 145 | 0.0065 |
| clkbuf_1 | 109 | 0.0049 |
| dfxtp_1 | 100 | 0.024 |
| nand3_1 | 80 | 0.0048 |
| buf_2 | 71 | 0.0042 |
| a22oi_1 | 58 | 0.0052 |
| o22ai_1 | 53 | 0.0039 |
| a21oi_1 | 52 | 0.0031 |
| buf_4 | 50 | 0.0045 |
| mux2_2 | 50 | 0.0067 |
| o21ai_0 | 41 | 0.0024 |
| nor2b_1 | 32 | 0.0024 |
| xor2_1 | 30 | 0.0031 |
| xnor2_1 | 28 | 0.0029 |
| nor3_1 | 27 | 0.0016 |
| nand4_1 | 24 | 0.0018 |
| a211oi_1 | 21 | 0.0019 |
| and3_1 | 21 | 0.0016 |
| buf_1 | 18 | 0.00080 |
| or3_1 | 18 | 0.0013 |
| o221ai_1 | 15 | 0.0016 |
| nand2b_1 | 14 | 0.0010 |
| nor4_1 | 14 | 0.0010 |
| a31oi_1 | 13 | 0.00097 |
| and2_1 | 12 | 0.00089 |
| o2111ai_1 | 9 | 0.00094 |
| a32oi_1 | 8 | 0.00083 |
| inv_1 | 8 | 0.00036 |
| a2111oi_0 | 7 | 0.00073 |
| a221oi_1 | 7 | 0.00073 |
| nand3b_1 | 7 | 0.00062 |
| o22a_1 | 7 | 0.00073 |
| o31ai_1 | 6 | 0.00053 |
| o32ai_1 | 6 | 0.00062 |
| o211ai_1 | 5 | 0.00045 |
| or3b_2 | 5 | 0.00052 |
| a32o_1 | 4 | 0.00048 |
| and4_1 | 4 | 0.00042 |
[final cells by class]
cell class / count / area, µm²
inverter: 9 / 35.03
antenna: 6 / 15.01
clock inverter: 147 / 1510
fill: 12143 / 73040
multi-input combinational: 1892 / 19250
clock buffer: 245 / 5492
tap: 2204 / 2758
sequential: 2159 / 63820
timing repair buffer: 169 / 1304
[critical path: cells and delay by family]
kind,cells,cell delay (ns)
simple gates,4,1.94
buf+inv,2,1.39
[kinds of logic after synthesis]
group	count (synthesis)	synth area share
AOI/OAI and AO/OA	335	0.02745
latches	3	0.0005346
buffers and inverters	258	0.01487
other	1	0.00004451
xor gates and xnor gates	58	0.006030
and+or+nand+nor	816	0.04405
muxes	677	0.1499
DFF	2156	0.7566
adders and majority gates	3	0.0004456
[flip-flops by register name, indices dropped and copies added (netlist names)]
name / count
slave.cs: 3
memory.dout: 8
slave.count_2: 32
slave.ns: 3
memory.temp_address: 8
slave.rx_valid: 1
slave.count_1: 32
slave.rx_data_temp: 11
slave.temp: 1
slave.rx_data: 10
memory.tx_valid: 1
memory.mem: 2048
slave.MISO: 1
[worst max path at each step]
| stage | from | endpoint | slack (ns) | cells past startpoint |
|---|---|---|---|---|
| CTS | rst_n | memory.mem[37][5] | 28.54 | 6 |
| global route | rst_n | memory.mem[37][6] | 28.30 | 6 |
| finish | rst_n | memory.mem[37][5] | 28.39 | 6 |
[per-stage QoR]
| stage | area (µm²) | setup WS (ns) | utilization | power (mW) |
|---|---|---|---|---|
| after floorplan | 84250 | 29.67 | - | 2.541 |
| after global placement | 87160 | 27.66 | 0.5212 | 2.542 |
| after detailed placement | 87160 | 27.64 | 0.5212 | 2.542 |
| after CTS | 94160 | 28.54 | 0.5631 | 4.561 |
| after global routing | 94160 | 28.30 | 0.5631 | 4.643 |
| final | 94180 | 28.39 | 0.5632 | 4.530 |
[power groups by stage]
stage	clock, mW	combinational [mW]	sequential, mW
after CTS	2.07	0.00445	2.49
after global routing	2.15	0.00479	2.49
final	2.04	0.00449	2.49
[metal layers]
layer	up-vias	GRT usage
li1	17889	-
met5	-	0.02007
met3	443	0.2518
met1	21368	0.4060
met2	3035	0.4200
met4	12	0.08621
No activity file was given, so power comes from the tool's default toggle rates.
